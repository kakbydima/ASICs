<file path="/design/flow/run.sh">
#!/bin/bash
# OpenROAD 26Q1-2900-gdf79404cd8, Yosys 0.63+post, stock flow scripts
make -C /OpenROAD-flow-scripts/flow DESIGN_CONFIG=/design/flow/config.mk WORK_HOME=/design/flow/orfs finish
</file>
<file path="/design/flow/config.mk">
export PLATFORM = sky130hd
export DESIGN_NAME = trian_data_gen
export DESIGN_NICKNAME = trian_data_gen
export VERILOG_FILES = /design/flow/design.v
export SDC_FILE = /design/flow/constraint.sdc
export NUM_CORES = 4
export LEC_CHECK = 1
export CORE_UTILIZATION = 50
</file>
<file path="/design/flow/constraint.sdc">
current_design trian_data_gen

set clk_period 17.6
set clk_io_pct 0.2

create_clock -name clk0 -period $clk_period [get_ports {CLK}]

set non_clock_inputs [all_inputs -no_clocks]
set_input_delay [expr $clk_period * $clk_io_pct] -clock clk0 $non_clock_inputs
set_output_delay [expr $clk_period * $clk_io_pct] -clock clk0 [all_outputs]
</file>
<file path="/design/flow/design.v">
`timescale 1ns / 1ps
module trian_data_gen(
	RST,
	CLK,
	DOUT
    );
parameter batchsize = 10;
parameter batchnum = 32;
parameter doutsize = batchnum*batchsize;
parameter INCREASE=0,DECREASE=1;
input RST;
input CLK;
output reg [doutsize-1:0] DOUT;
reg state;
integer i;
wire [batchsize:0] maxdout;
assign maxdout=(2**batchsize)-1;
always @(posedge CLK or posedge RST)
begin
	if (RST)
	begin
		DOUT <=0; 
		state <= INCREASE;
	end
	else
	begin
		case (state)
		INCREASE:
		begin
			if (DOUT[batchsize-1:0]<maxdout-1)
			begin
				for(i=0; i<batchnum; i=i+1)
				  DOUT[i*batchsize+:batchsize] <= DOUT[i*batchsize+:batchsize]+1;
				state<=INCREASE;
			end
			else
			begin
				for(i=0; i<batchnum; i=i+1)
				  DOUT[i*batchsize+:batchsize] <= DOUT[i*batchsize+:batchsize]+1;
				state<=DECREASE;
			end
		end
		DECREASE:
		begin
			if (DOUT[batchsize-1:0]>1)
			begin
				for(i=0; i<batchnum; i=i+1)
				  DOUT[i*batchsize+:batchsize] <= DOUT[i*batchsize+:batchsize]-1;
				state<=DECREASE;
			end
			else
			begin
				for(i=0; i<batchnum; i=i+1)
				  DOUT[i*batchsize+:batchsize] <= DOUT[i*batchsize+:batchsize]-1;
				state<=INCREASE;
			end
		end
		default:  state<=INCREASE;
		endcase
	end
end
endmodule
</file>
==> results.rst <==
Synthesis and place-and-route
=============================

.. list-table::
   :header-rows: 1

   * - Metric
     - Value
   * - Clock-pin slew of the registers on the worst-case setup and hold paths
     - about 0.060 ns
   * - Post-Synthesis Mean Instance Area
     - about 10 um^2
   * - Worst path arrival time
     - 5.80 ns
   * - Final setup fails
     - 0
   * - End of the worst register-to-register path
     - DOUT[49]
   * - Worst-case clock skew
     - 0.0172 ns
   * - Status
     - finished, final reports clean
   * - Fin area
     - around 0.026 mm^2
   * - Maximum clock frequency
     - approximately 190 MHz
   * - Max incr delay on CP
     - between 0.6 and 0.7 ns
   * - Drc violations
     - 0
   * - Headroom to the max-slew limit
     - 52.5%
   * - Critical path startpoint category
     - input port
   * - Worst path bufs/invs
     - 4
   * - Worst slack at placement
     - approximately 12 ns
   * - Cell type of the slowest stage on the worst timing path
     - sky130_fd_sc_hd__buf_4
   * - Overall fraction of global-route tracks in use
     - a little under a quarter
   * - Yosys top cell area share
     - 39.0%
   * - Number of global-route vias before repair
     - around 15000
   * - Number of hold violations in the final report
     - 0
   * - Clock H-tree levels
     - 2
   * - Crit-path cells
     - clkdlybuf4s50_1, inv_8, buf_4, buf_4
   * - Worst-skew pair later-pin latency
     - around 0.56 ns
   * - Synthesized chip area reported by yosys
     - roughly 0.02 mm^2
   * - DRT Wirelength
     - 46000 um
   * - Top post-synthesis cells by area
     - sky130_fd_sc_hd__dfrtp_1 39%, sky130_fd_sc_hd__ha_1 15%, sky130_fd_sc_hd__xnor2_1 5.6%
   * - Cell depth of the worst flop-to-flop path
     - 6
   * - Number of sinks handled by clock tree synthesis
     - approximately 320
   * - Proportion of synthesized flip-flops having asynchronous set or reset
     - 100%
   * - Required time of the worst setup path
     - between 15 and 20 ns
   * - Crit-path most repeated cell
     - sky130_fd_sc_hd__buf_4
   * - Placed inst area
     - around 0.025 mm^2
   * - Longest Clk Path Bufs
     - 3
   * - Post-route fraction of the period consumed by the critical path
     - around 30%
   * - Critical Path Sink
     - state
   * - Critical Path Start
     - RST
   * - Hold Path Cell Cnt
     - 1
   * - Worst reg2reg setup slack
     - about 14 ns
   * - Rows
     - approximately 74
   * - Port buffer count
     - between 300 and 400
   * - Cell at the root of the clock tree
     - sky130_fd_sc_hd__clkbuf_16
   * - Antenna violations before repair
     - 0
   * - Logic depth of the worst setup path including buffers
     - 4
   * - Overflow left after global routing
     - 0
   * - Total number of vias
     - approximately 16000
   * - Max FO, Critical Path
     - around 85
   * - Post-CTS Resized
     - 0
   * - Worst Hold Slack
     - 0.493 ns
   * - Number of detailed-route iterations in the first pass
     - 5
   * - Cell type group with the largest total delay on the critical path
     - buffers and inverters
   * - Core area
     - 0.0407 mm^2
   * - Overall power consumption
     - roughly 0.0016 W
   * - HPWL after detailed placement
     - ~33000 um
   * - Wire length of the first global-routing pass
     - roughly 76000 um
   * - Pin count of the biggest net entering global routing
     - 122
   * - Total Die Area
     - about 0.042 mm^2
   * - Total power per unit cell area
     - approximately 62 mW/mm^2
   * - Largest voltage drop on the vdd net
     - 69.5 uV
   * - Class of the most critical setup path
     - in2async
   * - Endpoint class of the critical path
     - asynchronous set/reset pin
   * - Final-layout setup total negative slack
     - 0 ns
   * - Setup fix buffers added after clock tree synthesis
     - 0
   * - Boundary Pins
     - 322
   * - Number of buffers inserted during clock tree synthesis
     - about 40
   * - Registers, synthesis
     - between 300 and 400
   * - Floorplan die height
     - slightly above 200 um
   * - Cell type with the largest total area after synthesis
     - sky130_fd_sc_hd__dfrtp_1
   * - Number of max-slew violations in the final report
     - 0
   * - Post-layout minimum cycle time
     - between 5 and 6 ns
   * - Area growth, synth to finish
     - 25.7%
   * - Cell count after synthesis
     - roughly 2000
   * - Number of hold buffers added after CTS
     - 0
   * - Cell variety after synth
     - around 43
   * - CTS tree
     - done
   * - Antenna Nets Post-Route
     - 0
   * - Mapped Area
     - 0.0206 mm^2
   * - Total leakage power
     - 12.6 nW
   * - Maximum capacitance violations
     - 0
   * - Top_reg_cell synth
     - sky130_fd_sc_hd__dfrtp_1
   * - Slew of the pin with the lowest slew margin
     - 0.712 ns
   * - Antenna fix cells
     - 0
   * - Detail-routed via count per cell
     - 5.52
   * - Violation count after the first detailed-routing iteration
     - around 740
   * - Total of warnings raised by yosys
     - 1
   * - Initial Util
     - between 50% and 60%
   * - Tally of OpenROAD warnings
     - 32
   * - Startpoint of the worst-slack reg-to-reg timing path
     - state
   * - Number of synthesized flops with an enable pin
     - 0
   * - Fraction of final layout cells with drive strength greater than 1
     - 4.37%
   * - Routability Congestion
     - 0.903
   * - Die outline width
     - just over 200 um
   * - Hold Crit Class
     - reg2reg
   * - Seq share, synth
     - roughly two fifths
   * - Yosys cell count
     - slightly below 2000
   * - Fin worst setup slack
     - about 12 ns
   * - Unrepaired setup endpoints after global routing
     - false
   * - Detailed-route wire length per cell
     - 15.8 um
[per-stage QoR]
| stage | util [%] | instances |
|---|---|---|
| after global routing | 63.6 | 2913 |
| after floorplan | - | 1984 |
| final | 63.6 | 2913 |
| after CTS | 63.6 | 2913 |
| after detailed placement | 60.3 | 2838 |
| after global placement | 60.3 | 2838 |
[kinds of logic (layout without fill, tap and decap cells)]
logic type	count (synthesis)	after routing	share of synthesized area [%]
simple gates	666	666	15.7
compound gates	385	385	14.7
flops	321	321	39.0
fa+ha+maj	282	282	18.2
xor+xnor	257	257	10.9
buf+inv	73	470	1.39
[cells in the final DEF (no fill, tap or decap), drive strengths merged, types with 63 or more instances in the layout]
| master | count |
|---|---|
| dfrtp | 321 |
| a21o | 63 |
| a21oi | 97 |
| nand2 | 94 |
| clkbuf | 70 |
| xor2 | 126 |
| nor3 | 153 |
| nand3 | 93 |
| inv | 68 |
| nor2 | 156 |
| xnor2 | 131 |
| ha | 251 |
| and3 | 66 |
| clkdlybuf4s50 | 321 |
[synthesized netlist by cell type, types with 2 or more instances]
| library cell | instances |
|---|---|
| sky130_fd_sc_hd__clkbuf_1 | 2 |
| sky130_fd_sc_hd__nand3b_1 | 2 |
| sky130_fd_sc_hd__nor3_1 | 153 |
| sky130_fd_sc_hd__nor4_1 | 3 |
| sky130_fd_sc_hd__and3_1 | 66 |
| sky130_fd_sc_hd__a2111oi_0 | 30 |
| sky130_fd_sc_hd__a21oi_1 | 97 |
| sky130_fd_sc_hd__or3_1 | 61 |
| sky130_fd_sc_hd__o211a_1 | 31 |
| sky130_fd_sc_hd__o21ai_0 | 3 |
| sky130_fd_sc_hd__a21o_1 | 63 |
| sky130_fd_sc_hd__dfrtp_1 | 321 |
| sky130_fd_sc_hd__xnor2_1 | 131 |
| sky130_fd_sc_hd__nand3_1 | 93 |
| sky130_fd_sc_hd__buf_2 | 4 |
| sky130_fd_sc_hd__o211ai_1 | 61 |
| sky130_fd_sc_hd__o41ai_1 | 30 |
| sky130_fd_sc_hd__xor2_1 | 126 |
| sky130_fd_sc_hd__nand2_1 | 94 |
| sky130_fd_sc_hd__o21bai_1 | 29 |
| sky130_fd_sc_hd__inv_1 | 66 |
| sky130_fd_sc_hd__nor2_1 | 156 |
| sky130_fd_sc_hd__fa_1 | 31 |
| sky130_fd_sc_hd__ha_1 | 251 |
| sky130_fd_sc_hd__and2_1 | 32 |
| sky130_fd_sc_hd__a2111oi_2 | 31 |
[how the worst min path moves through the flow]
stage	from	endpoint	slack [ns]
after CTS	DOUT[50]	DOUT[50]	0.50
final	DOUT[50]	DOUT[50]	0.49
after global routing	DOUT[10]	DOUT[10]	0.52
[cell type report]
| class | instances | area (um^2) |
|---|---|---|
| inverter | 66 | 255 |
| multi-input combinational | 1590 | 12300 |
| clock buffer | 70 | 1300 |
| timing repair buffer | 329 | 3300 |
| sequential | 321 | 8040 |
| fill | 3193 | 14800 |
| clock inverter | 5 | 57.6 |
| tap | 532 | 666 |
[where the power goes]
group | switching, W | internal [W]
Sequential | 0 | 0.000738
Combinational | 0.0000144 | 0.00000116
Clock | 0.000326 | 0.000514
Total | 0.000340 | 0.00125
[state kept, by name (all words and copies together), names as in the netlist]
name / cells
DOUT: 320
state: 1
[worst reg2reg max path: cells and delay by family, from the launching register on]
family / cells / cell delay, ns
flip-flops: 1 / 0.85
AND/OR/NAND/NOR: 3 / 0.59
buffers and inverters: 1 / 0.72
AND-OR/OR-AND: 1 / 0.56
adder cells (fa/ha/maj): 1 / 0.43
[metal layers]
metal  wire length [um]  track usage (%)  up-vias
li1                   -                -     8111
met1              21000             35.2     7569
met4               1180             5.03        0
met2              19700             33.1      333
met3               4090             7.82       60
met5                  0                0        -
No activity file was given, so power comes from the tool's default toggle rates.
