File: ./design.v
module DLDOSM_v5_rev1(
CLKD,
RST, 
VOH,
VOL,
VOM,
inDZ,
LINTH,
MAXSTEPSIZE,
osh,
osl,
dzcnt,
clkdone,
cnt,
sol,
vom_old_high,
vom_old_low,
SROUT,
sardone,
sarb,
SRL,
VLK,
blsel,
linear_counter,
linear_step,
clk
);
input CLKD, RST;
input VOH;
input VOL;
input VOM;
input inDZ;  
input [13:0] LINTH;
input [7:0] MAXSTEPSIZE;
output reg osh;
output reg osl;
output reg [2:0] dzcnt;
output reg clkdone;
output reg [3:0] cnt;
output reg [13:0] sol;
output reg vom_old_high;
output reg vom_old_low;
output [13:0] SROUT;
output reg sardone;
output reg sarb;
output reg [2:0] linear_counter;
output reg [7:0] linear_step;
output   	SRL;
output   	VLK;
output reg blsel;
output clk;
wire [13:0] linth1;
wire [7:0] maxstepsize1;
wire lin;  
wire clk; 
wire OSLSET;   
assign linth1 = LINTH;
assign maxstepsize1 = MAXSTEPSIZE;
assign clk = blsel ? CLKD : inDZ;
assign lin = (clkdone | sardone);
always @(posedge lin or negedge inDZ)
begin
if (~inDZ)
begin
	blsel <=0;
end
else
begin
	blsel <=1;
end
end
assign SROUT [0] = ((sol [0] & VOL)| VOH)|RST;
assign SROUT [1] = ((sol [1] & VOL)| VOH)|RST;
assign SROUT [2] = ((sol [2] & VOL)| VOH)|RST;
assign SROUT [3] = ((sol [3] & VOL)| VOH)|RST;
assign SROUT [4] = ((sol [4] & VOL)| VOH)|RST;
assign SROUT [5] = ((sol [5] & VOL)| VOH)|RST;
assign SROUT [6] = ((sol [6] & VOL)| VOH)|RST;
assign SROUT [7] = ((sol [7] & VOL)| VOH)|RST;
assign SROUT [8] = ((sol [8] & VOL)| VOH)|RST;
assign SROUT [9] = ((sol [9] & VOL)| VOH)|RST;
assign SROUT [10] = ((sol [10] & VOL)| VOH)|RST;
assign SROUT [11] = ((sol [11] & VOL)| VOH)|RST;
assign SROUT [12] = ((sol [12] & VOL)| VOH)|RST;
assign SROUT [13] = ((sol [13] & VOL)| VOH)|RST;
assign OSLSET = ~VOL|RST; 
always @ (posedge VOH or negedge VOL)
begin 
	if (VOH) 
	begin
		osl <= 0;
	end 
	else
	begin
		osl <= 1;
	end
end
always @ (posedge OSLSET or posedge VOH)
begin 
	if (OSLSET)
	begin
		osh <= 0;
	end 
	else
	begin
		osh <= 1;
	end
end
always @ (posedge CLKD or negedge inDZ or posedge RST)
begin
	if (RST==1) 
	begin
		dzcnt <= 0;
		clkdone <= 0;
	end
	else
	begin
		if (inDZ==0)
		begin
			dzcnt 		<= 0;
			clkdone  	<= 0;
		end 
		else
		begin
			if (dzcnt < 3)
			begin
				dzcnt <= dzcnt + 1;
			end
			else
			begin
				clkdone  	<= 1;
				dzcnt 		<= 3;
			end
		end
	end
end
always @ (posedge clk or posedge RST) 
begin
if (RST==1) 
begin
	cnt 	<= 13;
	sol	<= 14'b11111111111111;
	sarb 	<= 1;
	linear_counter	<= 0;
	linear_step	<= 1;
	sardone	<= 0;
	vom_old_high <= 0;
	vom_old_low  <= 0;
end 
else
begin
	if (osh&~blsel)  
	begin
		linear_counter	<=0;
		linear_step	<=1;
		if (sarb == 1)  
		begin
			sarb <= 0;
			cnt <=13;
			sol	<= 14'b01111111111111;  
			sardone	<= 0;
		end
		else if(cnt == 0)  
		begin
			sardone	<= 1;	
			sarb <= 1; 
			sol[cnt] <= 1;  
		end
		else
		begin
			sardone	<= 0;
			cnt	<= cnt-1;
			sol[cnt] <= 1;
			sol[cnt-1] <= 0;			
		end
		vom_old_high <= 0;
		vom_old_low  <= 0;
	end
	else if (osl&~blsel)  
	begin
		linear_counter	<=0;
		linear_step	<=1;
		if (sarb == 1)  
		begin			
			sarb <= 0;
			cnt <=13;
			sol	<= 14'b01111111111111;  
			sardone	<= 0;
		end
		else if (cnt == 0)
		begin
			sardone	<= 1;
			sarb <= 1;	
			sol[cnt] <= 0;  
		end
		else
		begin	
			sardone	<= 0;
			cnt	<= cnt-1;	
			sol[cnt] <= 0;
			sol[cnt-1] <= 0;
		end
		vom_old_high <= 0;
		vom_old_low  <= 0;
	end
	else  
	begin
		sarb <= 1'b1;  
		if(VOM==1 && vom_old_high==1)
		begin
			if (sol<linth1)  
			begin
				if(linear_counter<2)
				begin
					linear_counter	<= linear_counter+1;
				end			
				else
				begin
					if(linear_step<maxstepsize1)
					begin
						linear_step	<= linear_step<<1;  
					end
					else
					begin
						linear_step	<= maxstepsize1;
					end
					linear_counter  <= 0;
				end			
				if (sol<(14'b11111111111111-linear_step)) 
				begin
					sol	<= (sol+linear_step);
				end
				else
				begin
					sol <= 14'b11111111111111;  
				end
			end
			else
			begin
				if (sol<14'b11111111111111)
				begin
					sol	<= (sol+1);
				end
				else
				begin
					sol <= 14'b11111111111111;
				end			
			end
			vom_old_high	<= 1;
			vom_old_low	<= 0;
		end
		else if(VOM==0 && vom_old_low==1)
		begin
			if (sol< linth1)  
			begin
				if(linear_counter<2)
				begin
					linear_counter	<= linear_counter+1;
				end			
				else
				begin
					if(linear_step<maxstepsize1)
					begin
						linear_step	<= linear_step<<1;
					end
					else
					begin
						linear_step	<= maxstepsize1;
					end
					linear_counter  <= 0;
				end
				if(sol>(14'b00000000000000+linear_step)) 
				begin
					sol	<= (sol-linear_step);
				end
				else
				begin
					sol <= 14'b00000000000000; 
				end
			end
			else
			begin
				if (sol>14'b00000000000000)
				begin
					sol	<= (sol-1);
				end
				else
				begin
					sol <= 14'b00000000000000;
				end	
			end
			vom_old_low	<= 1;
			vom_old_high	<= 0;
		end
		else  
		begin
			linear_counter <= 0;   
			if(linear_step>1)
			begin			
				linear_step	<= linear_step>>1;
			end			
			else
			begin
				linear_step	<=1;
			end			
			if(VOM==1)
			begin
				vom_old_high	<= 1;
				vom_old_low	<= 0;
			end
			else
			begin
				vom_old_high	<= 0;
				vom_old_low	<= 1;
			end
		end
	end
end
end
assign SRL = VOM || !blsel;
assign VLK = (SROUT == 14'b11111111111111) ? VOM : 0;
endmodule
File: ./run.sh
#!/bin/bash
# OpenROAD 26Q1-2900-gdf79404cd8, Yosys 0.63+post, stock flow scripts
make -C /OpenROAD-flow-scripts/flow DESIGN_CONFIG=/design/flow/config.mk WORK_HOME=/design/flow/orfs finish
File: ./config.mk
export PLATFORM = sky130hd
export DESIGN_NAME = DLDOSM_v5_rev1
export DESIGN_NICKNAME = DLDOSM_v5_rev1
export VERILOG_FILES = /design/flow/design.v
export SDC_FILE = /design/flow/constraint.sdc
export NUM_CORES = 4
export LEC_CHECK = 1
export CORE_UTILIZATION = 30
File: ./constraint.sdc
current_design DLDOSM_v5_rev1

set clk_period 6.8
set clk_io_pct 0.2

create_clock -name clk0 -period $clk_period [get_ports {CLKD}]
create_clock -name clk1 -period $clk_period [get_ports {VOH}]
create_clock -name clk2 -period $clk_period [get_ports {VOL}]

set non_clock_inputs [all_inputs -no_clocks]
set_input_delay [expr $clk_period * $clk_io_pct] -clock clk0 $non_clock_inputs
set_output_delay [expr $clk_period * $clk_io_pct] -clock clk0 [all_outputs]
==> run notes <==
run results: Remaining Overflow, GRT=0, Buffers & Inverters on Critical Path=9, cell at the slowest stage of the critical path=dlygate4sd2_1, P&R area growth vs syn=58.0%, async set-reset flop share out of synthesis=100%, DRC errors left=0, delay-heaviest family, CP=buffers and inverters, number of unconstrained endpoints=1, Yosys chip area=5420 um2, RSZ-0062 raised after global routing=no, vias=6542, CTS tree=built, mean post-synth cell area=7.03 um2, EDFF count, synth=0, Mapped Area=5420 um2, crit end category=output port, Pre-Place Util=31.0%, Detail Placement HPWL=13800 um, critical path class=clk2out, Clock transition at path regs=30 ps, Die Wd=136 um, cell-by-cell trace of the critical path=clkbuf_16, clkbuf_16, clkbuf_16, clkbuf_16, nor2_4, clkbuf_16, clkbuf_16, nand2_1, clkbuf_16, clkbuf_16, and4_1, nand4b_1, nor3_1, dlygate4sd2_1, Highest Signal Layer=met4, DRT Pass-1 Iters=7, Commonest cells post-synth=nand2_1, nor2_1, a21oi_1, ha_1, inv_1, WL met1=9890 um, Iter 0 DRT Violations=760, Die Y=136 um, initial antenna violation count=0, Max-area cell share=12.2%, register pins left without a clock=1, num rows=48, pre-CTS setup slack=754 ps, power density over the cells=253 nW/um2, CP required=5440 ps, WP data arrival=5310 ps, top cell type by instance count after synthesis=nand2_1, final setup fails=0, antenna-violating nets left=0, Commonest flop=dfrtp_1, Synth area leader=ha_1, final wirelength=23100 um, RR Startpoint=osl, Top area cell types=ha_1, dfrtp_1, dfstp_2, Worst path depth=14, setup TNS=0 ps, Worst-Margin Slew=844 ps, cts hold-fix bufs=0, Worst Hold Class=clk2async, Min Hold Slack=-366 ps, first-pass GRT wire length=36000 um, # IOs=85, metal2 WL=9870 um, post-route setup slack=131 ps, Setup crit start kind=clock port, Static Leak=3.72 nW, Yosys reg bits=40, OpenROAD warnings=78, CP startpoint=VOH, Slew Limit Fails=0, Vias/cell=5.73, Unique cell types=73, CP max stage delay=260 ps, status=finished, violations left, DIE AREA=18600 um2, Final GP Congestion=0.914, Total Routing Usage GR=27.2%, vias in the first global route=6682, largest net degree at the start of global routing=40, worst reg2reg path depth=9, Seq/Total Area, Yosys=18.9%, Yosys warnings=1, yosys cell count=771, n_diodes=0, Max-Cap Viols=0, fillers=1590, critical path peak fanout=7, violated checks=hold timing, clock skew=6.60 ps, met3 wire length=2520 um, share of cells above drive strength 1=13.8%, Final Hold Violating Endpoints=2, Peak VDD IR=0.481 mV, Mapped Cells=771, port bufs=82, CORE AREA=17500 um2, headroom to the max-slew limit=43.6%, cell mode on critical path=clkbuf_16, routed len/inst=20.2 um
==> timing repair <==
item,4_1_cts,5_1_grt
pin swaps,1,1
buffers inserted,0,1
endpoints found under the setup margin,1,1
resized,3,2
==> per-stage QoR <==
step	utilization, %	std cells	total power (W)	area, um2
floorplan	-	773	0.000257	5430
global placement	36.6	1039	0.000385	6400
detailed placement	36.6	1039	0.000385	6400
CTS	48.9	1140	0.00219	8550
global route	49.0	1141	0.00225	8560
finish	49.0	1141	0.00216	8560
==> metal layers <==
metal  vias to the layer above  GRT usage (%)
li1                       3029              -
met3                        77           16.4
met2                       391           35.2
met4                         0           14.9
met1                      3045           34.2
met5                         -           3.61
==> area by class of cell <==
cell class                      count  area, um2  area share [%]
Clock buffer                      116       2300            26.9
Clock inverter                      3       12.5           0.146
Inverter                           49        184            2.15
Multi-Input combinational cell    636       4050            47.3
Sequential cell                    40       1020            12.0
Tap cell                          225        282            3.29
Timing Repair Buffer               72        706            8.24
==> worst min-delay path, cell delays in order <==
cell and delay (ps):
clkbuf_16 120, clkbuf_16 140, clkbuf_16 130, inv_1 60
==> placed cells by master, fill, tap and decap left out, types with 7 or more instances in the layout <==
| cell type | n |
|---|---|
| nand2_1 | 84 |
| clkbuf_1 | 15 |
| buf_4 | 7 |
| ha_1 | 53 |
| a31oi_1 | 18 |
| dfstp_2 | 19 |
| nor2b_1 | 15 |
| o211ai_1 | 7 |
| xor2_1 | 15 |
| nor2_1 | 80 |
| nand2b_1 | 14 |
| inv_1 | 50 |
| nor3_1 | 37 |
| a21oi_1 | 55 |
| o21ai_1 | 22 |
| and3_1 | 8 |
| o21ai_0 | 46 |
| nand4_1 | 11 |
| dfrtp_1 | 20 |
| xnor2_1 | 23 |
| clkdlybuf4s50_1 | 81 |
| nand3_1 | 21 |
| clkbuf_16 | 82 |
| o31ai_1 | 7 |
==> sequential cells by signal, summed over array words and instances, names as in the netlist, 3 cells and up <==
signal	flops
sol	14
linear_counter	3
cnt	4
linear_step	8
dzcnt	3
==> logic make-up (layout without fill, tap and decap cells) <==
family                   count (synthesis)  in the layout  synth area share, %
multiplexers                            10             10                 1.94
AND-OR/OR-AND                          217            217                 25.0
adder cells (fa/ha/maj)                 55             55                 13.0
other                                    1              3               0.0692
AND/OR/NAND/NOR                        313            313                 28.0
buffers and inverters                   97            240                 6.93
flip-flops                              40             40                 18.9
XOR/XNOR                                38             38                 6.14
==> report_power, final <==
part           leakage, nW  switching (W)  total [W]  internal [W]
Clock                 1.26       0.000468    0.00193       0.00146
Sequential           0.470      0.0000152  0.0000706     0.0000554
Combinational         1.99      0.0000924   0.000161     0.0000681
==> final timing paths <==
path,to,slack [ps]
worst max-delay path,VLK,130
worst min-delay path,osl,-370
worst max register to register,sol[13],1720
worst min register to register,vom_old_low,280
max in group asynchronous,osh,5270
min in group clk0,vom_old_low,280
No activity file was given, so power comes from the tool's default toggle rates.
